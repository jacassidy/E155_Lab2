<file path="./run.sh">
#!/bin/bash
# OpenROAD 26Q1-2900-gdf79404cd8, Yosys 0.63+post, stock flow scripts
make -C /OpenROAD-flow-scripts/flow DESIGN_CONFIG=/design/flow/config.mk WORK_HOME=/design/flow/orfs finish
</file>
<file path="./config.mk">
export PLATFORM = sky130hd
export DESIGN_NAME = seven_segment_display
export DESIGN_NICKNAME = seven_segment_display
export VERILOG_FILES = /design/flow/design.v
export SDC_FILE = /design/flow/constraint.sdc
export NUM_CORES = 4
export LEC_CHECK = 1
export CORE_AREA = 10 10 70 70
export DIE_AREA = 0 0 80 80
</file>
<file path="./constraint.sdc">
current_design seven_segment_display

set clk_period 1.1
set clk_io_pct 0.2

create_clock -name clk0 -period $clk_period

set non_clock_inputs [all_inputs -no_clocks]
set_input_delay [expr $clk_period * $clk_io_pct] -clock clk0 $non_clock_inputs
set_output_delay [expr $clk_period * $clk_io_pct] -clock clk0 [all_outputs]
</file>
<file path="./design.v">
module seven_segment_display(
        input   logic[3:0]  value,
        output  logic[6:0]  segments
    );
    always_comb begin : display_decoder
        case(value)
            4'h0    : segments = 7'b0000001;  
            4'h1    : segments = 7'b1001111;  
            4'h2    : segments = 7'b0010010;  
            4'h3    : segments = 7'b0000110;  
            4'h4    : segments = 7'b1001100;  
            4'h5    : segments = 7'b0100100;  
            4'h6    : segments = 7'b0100000;  
            4'h7    : segments = 7'b0001111;  
            4'h8    : segments = 7'b0000000;  
            4'h9    : segments = 7'b0001100;  
            4'ha    : segments = 7'b0001000;  
            4'hb    : segments = 7'b1100000;  
            4'hc    : segments = 7'b0110001;  
            4'hd    : segments = 7'b1000010;  
            4'he    : segments = 7'b0110000;  
            4'hf    : segments = 7'b0111000;  
            default : segments = 7'b1111110;  
        endcase
    end
endmodule
</file>
==> impl_metrics.py <==
# Physical implementation metrics
metrics = {
    "yosys": {
        "top_area_share_pct": 28.3,
        "common_cells": "6 x ha_1, 6 x nor2_1, 4 x o21ai_1, 3 x a21oi_1, 3 x nand3_1",
        "ys_seq_share_pct": 0,
        "area_leaders": "ha_1 28%, nor2_1 8.5%, o21ai_1 7.5%, o32ai_2 6.1%, a21oi_1 5.7%",
        "synth.largest_area_cell": "ha_1",
        "syn_area_sq_um": 265,
        "synth-compound-area-share_pct": 30.2,
        "avgSynthCellArea_sq_um": 6.98,
        "synthCells": 38,
        "synthTopLogicFamily": "AND-OR/OR-AND gates",
        "ys_cells": 38,
        "mux_share_pct": 9.91,
        "synthAdderAreaFrac_pct": 28.3,
        "synth_cell_types": 19,
        "ys_sh_simple_pct": 22.6,
        "ys_sh_xor_pct": 0,
        "yosys_warnings": 1,
        "ys_area_sq_um": 265,
    },
    "layout": {
        "seq_area_sq_um": 0,
        "final_area_sq_um": 638,
        "fillers": 400,
        "flop-count": 0,
        "syn_to_final_growth_pct": 141,
        "nClkBuffers": 0,
        "drive_gt1_share_pct": 72.6,
    },
    "route": {
        "diodes": 0,
        "viasPerCell": 3.26,
        "drt-total-wl_um": 953,
        "drt_iter0_drc": 6,
        "drc": 0,
        "num_vias": 352,
        "drt_pass1_iterations": 2,
        "ant_nets": 0,
        "wl_per_cell_um": 8.82,
    },
    "sta": {
        "whs_ps": 820,
        "period_minus_slack_ps": 1330,
        "hold_violations": 0,
        "max-slew-margin-rel_pct": 87.7,
        "grt_setup_unrepaired": "true",
        "drv_slew": 0,
        "setup_viol": 7,
        "finalCritPeriodShare_pct": 121,
        "worst_slew_pin_slew_ps": 183,
        "timing.fmax_ghz": 0.751,
        "setup_ws_ps": -231,
    },
    "global_route": {
        "antenna_found_initial": 0,
        "overflow": 0,
        "grt_pass1_vias": 365,
        "grt_max_degree": 10,
        "track_usage_pct": 2.91,
        "grt_pass1_wl_um": 1600,
    },
    "floorplan": {
        "fp-row-count": 21,
        "core_area_sq_um": 3420,
        "chipArea_sq_um": 6400,
        "die_y_um": 80,
        "initCoreUtil_pct": 7.77,
        "die_w_um": 80,
        "io_pins": 11,
    },
    "critical_path": {
        "cpMaxStageDelayCell": "or3b_1",
        "crit_family": "simple AND/OR/NAND/NOR gates",
        "cp_max_fo": 3,
        "critical_path_class": "input port to output pin",
        "cp_num_buf_inv": 3,
        "cpPeakStageDelay_ps": 340,
        "worst-endpoint-required_ps": 880,
        "startpoint_type": "input port",
        "cp.arrival_ps": 1110,
        "path_cells": "buf_12 > inv_8 > ha_4 > nor2b_2 > or3b_1 > o31ai_1 > buf_2",
        "endpoint_kind": "output pin",
    },
    "placement": {
        "port_buffers": 11,
        "post_dp_cell_area_sq_um": 523,
        "hpwl_um": 718,
        "routabilityCongestion": 0.760,
    },
    "power_and_ir_drop": {
        "power.leakage_uw": 0.000268,
        "peakVddDrop_mv": 0.153,
        "powerDensity_nw_per_um2": 349,
    },
    "job": {
        "maxCapViolations": 0,
        "warnings": 39,
    },
    "hold_path": {
        "hp-class": "input port to output pin",
    },
    "outcome": {
        "violations": "setup timing",
        "status": "finished, violations left",
    },
}
[through the flow]
step / instances / TNS (ps) / setup WS, ps / power, uW / util [%]
6_report: 108 / -1120 / -231 / 223 / 18.7
5_1_grt: 108 / -1490 / -293 / 248 / 18.7
3_5_place_dp: 105 / -7540 / -1170 / 186 / 15.3
3_3_place_gp: 105 / -7310 / -1140 / 184 / 15.3
4_1_cts: 106 / -1100 / -241 / 215 / 18.1
2_1_floorplan: 38 / 0 / 3.96 / 75.0 / -
[cell type report]
class | count | area, sq um | share of cell area, %
tap | 46 | 57.6 | 9.02
inverter | 3 | 23.8 | 3.73
timing repair buffer | 26 | 233 | 36.5
multi-input combinational | 33 | 324 | 50.8
[power by group]
| part | switching, uW | leakage [uW] | internal [uW] |
|---|---|---|---|
| Sequential | 0 | 0 | 0 |
| Combinational | 91.2 | 0.000268 | 132 |
| Clock | 0 | 0 | 0 |
| Total | 91.2 | 0.000268 | 132 |
[path summary, 6_finish.rpt]
kind,depth (start not counted),slack (ps),end,start
max,7,-230,segments[6],value[1]
min,4,820,segments[5],value[2]
[per-layer routing]
| metal | vias up | share of wire (%) | global-route usage [%] |
|---|---|---|---|
| met4 | 0 | 0 | 0 |
| met3 | 0 | 3.0 | 0.455 |
| li1 | 182 | - | - |
| met2 | 6 | 53 | 5.70 |
| met5 | - | 0 | 0 |
| met1 | 164 | 44 | 3.36 |
[layout by cell type, fill, tap and decap left out, drive strengths merged]
cell type and n:
clkdlybuf4s15 1, o31ai 1, nor2 6, a21boi 1
ha 6, mux2 2, nand2 2, nand3 3
nor2b 1, buf 23, a21oi 3, or3b 1
o21ai 5, inv 3, clkbuf 2, a22o 1
o32ai 1
[tightest hold or removal path, cell delays in order]
cell,delay (ps)
clkbuf_4,150
nand2_1,70
o21ai_1,50
buf_2,100
[repair_timing]
action	in CTS	in global routing
setup buffers	1	3
gates resized	69	6
hold buffers	0	0
endpoints found under the setup margin	7	7
pin swaps	8	5
endpoints found under the hold margin	0	0
[logic make-up (layout without fill, tap and decap cells)]
logic type / count (synthesis) / in the layout
adder cells (fa/ha/maj): 6 / 6
buffers and inverters: 5 / 29
AND/OR/NAND/NOR: 13 / 13
multiplexers: 2 / 2
AND-OR/OR-AND: 12 / 12
Power and IR drop assume default switching activity.
